==> design.v <==
module datapath (
  input clk, 
  input reset_n, 
  input data_ready, 
  input  signed [7:0] data_in, 
  output signed [7:0] data_filtered,
  output filtered_ready,
  input cic_en,
  input fir_en,
  input clr_cic,
  input signed [7:0] coef0,
  input signed [7:0] coef1,
  input signed [7:0] coef2,
  input signed [7:0] div,
  input signed [1:0] decimation_ratio
);
  wire signed [7:0] data_cic;
  wire cic_ready;
  cic cic_u(.clk(clk), .resetn(reset_n), .clear(clr_cic), .enable(cic_en),	 
            .data_in_ready(data_ready), .data_in(data_in), .filter_dec_factor(decimation_ratio),   
            .data_out_ready(cic_ready), .data_out(data_cic)                  
            );
  fir fir_u(.clk(clk), .reset_n(reset_n), .enable(fir_en),                   
            .in_ready(cic_ready), .data_in(data_cic),                        
            .coef0(coef0), .coef1(coef1), .coef2(coef2), 
            .div(div),
            .data_out(data_filtered), .out_ready(filtered_ready)             
           );
endmodule
module cic #(
	parameter ORDER = 3,
	parameter MIN_DEC_RATE = 1,
	parameter MAX_DEC_RATE = 8,
	parameter INPUT_WIDTH = 8,
	parameter INPUT_FRAC_WIDTH = 7,
	parameter OUTPUT_WIDTH = 8,
	parameter OUTPUT_FRAC_WIDTH = 7
)
(
	input resetn,
	input clk,
	input clear,
	input enable,
    input signed [INPUT_WIDTH-1:0] data_in,
	input data_in_ready,
	input [$clog2($clog2(MAX_DEC_RATE+1))-1:0] filter_dec_factor,
	output reg data_out_ready,
	output reg signed [OUTPUT_WIDTH-1:0] data_out
);
	localparam int FULL_WIDTH = INPUT_WIDTH + 9;
	localparam int INT0_WIDTH = FULL_WIDTH;
	localparam int INT1_WIDTH = FULL_WIDTH;
	localparam int INT2_WIDTH = FULL_WIDTH;
	localparam int COMB1_WIDTH = FULL_WIDTH;
	localparam int COMB2_WIDTH = FULL_WIDTH;
	localparam int TRUNC_LSB = COMB2_WIDTH - (INPUT_WIDTH - INPUT_FRAC_WIDTH) - OUTPUT_FRAC_WIDTH;
	reg signed [INT0_WIDTH-1:0] cic_int_0;
	reg signed [INT1_WIDTH-1:0] cic_int_1;
	reg signed [INT2_WIDTH-1:0] cic_int_2;
	reg signed [COMB1_WIDTH-1:0] cic_comb_1;
	reg signed [COMB2_WIDTH-1:0] cic_comb_2;
	logic signed [COMB1_WIDTH-1:0] cic_comb_out_1;
	logic signed [COMB2_WIDTH-1:0] cic_comb_out_2;
	reg [$clog2(MAX_DEC_RATE)-1:0] cic_dec_factor_counter;
	logic signed [OUTPUT_WIDTH-1:0] truncated_data_out;
	always_comb begin
		cic_comb_out_1 = cic_int_2 - cic_comb_1;
		cic_comb_out_2 = cic_comb_out_1 - cic_comb_2;
		truncated_data_out = cic_comb_out_2[(OUTPUT_WIDTH-1)+TRUNC_LSB:TRUNC_LSB];
		truncated_data_out += $unsigned(cic_comb_out_2[TRUNC_LSB-1]);
	end
	always_ff @(posedge clk, negedge resetn) begin
		if(!resetn) begin
			cic_dec_factor_counter <= 'd0;
			data_out_ready <= 1'b0;
			data_out <= 'sd0;
			cic_int_0 <= 'sd0;
			cic_int_1 <= 'sd0;
			cic_int_2 <= 'sd0;
			cic_comb_1 <= 'sd0;
			cic_comb_2 <= 'sd0;
		end else if(clear) begin
			cic_dec_factor_counter <= 'd0;
			data_out_ready <= 1'b0;
			data_out <= 'sd0;
			cic_int_0 <= 'sd0;
			cic_int_1 <= 'sd0;
			cic_int_2 <= 'sd0;
			cic_comb_1 <= 'sd0;
			cic_comb_2 <= 'sd0;
		end else if(enable) begin
			data_out_ready <= 1'b0;
			if(data_in_ready) begin
				case(filter_dec_factor)
					0: cic_int_0 <= cic_int_0 + (data_in <<< 9);
					1: cic_int_0 <= cic_int_0 + (data_in <<< 6);
					2: cic_int_0 <= cic_int_0 + (data_in <<< 3);
					default: cic_int_0 <= cic_int_0 + data_in;
				endcase
				cic_int_1 <= cic_int_1 + cic_int_0;
				cic_int_2 <= cic_int_2 + cic_int_1;
				if(cic_dec_factor_counter == (2**filter_dec_factor-1)) begin
					cic_dec_factor_counter <= 'd0;
					cic_comb_1 <= cic_int_2;
					cic_comb_2 <= cic_comb_out_1;
					cic_int_2 <= cic_int_1;
					data_out_ready <= 1'b1;
					data_out <= truncated_data_out;
				end else begin
					cic_dec_factor_counter <= cic_dec_factor_counter + 1'b1;
				end
			end
		end
	end
endmodule
module fir  #(parameter WIDTH = 8)(
  input clk, 
  input reset_n, 
  input enable,
  input                          in_ready, 
  input  signed [WIDTH-1:0]      data_in, 
  output reg signed [WIDTH-1:0]  data_out,
  output reg                     out_ready,
  input  signed [WIDTH-1:0]      coef0,
  input  signed [WIDTH-1:0]      coef1,
  input  signed [WIDTH-1:0]      coef2,
  input  signed [WIDTH-1:0]       div
);
  localparam ACCUM_WIDTH      = WIDTH+WIDTH+WIDTH+2;    
  localparam ACCUM_FRAC_WIDTH = (WIDTH-1)+(WIDTH-1)+(WIDTH-1);
  reg [WIDTH-1:0] data_in_reg[0:1];         
  logic signed [ACCUM_WIDTH-1:0] accum_data;
  always_comb begin
    if(enable && in_ready) begin
      accum_data <= coef0 * data_in + coef1 * data_in_reg[0] + coef2 * data_in_reg[1];
    end
    else begin
      accum_data <= 'sd0;
    end
  end
  always @(posedge clk, negedge reset_n) begin
    if(!reset_n) begin
      data_in_reg[0] <= 0;
      data_in_reg[1] <= 0;
      data_out <= 'd0;
      out_ready <= 1'b0;
    end else if(enable && in_ready) begin
      data_in_reg[1] <= data_in_reg[0];
      data_in_reg[0] <= data_in;
      data_out <= accum_data >>> div;
      out_ready <= 1'b1;
    end else if(!enable) begin
      data_in_reg[0] <= 0;
      data_in_reg[1] <= 0;
      data_out <= 'd0;
      out_ready <= 1'b0;
    end else begin
    end
  end
endmodule : fir
==> run.sh <==
#!/bin/bash
# OpenROAD 26Q1-2900-gdf79404cd8, Yosys 0.63+post, stock flow scripts
make -C /OpenROAD-flow-scripts/flow DESIGN_CONFIG=/design/flow/config.mk WORK_HOME=/design/flow/orfs finish
==> config.mk <==
export PLATFORM = sky130hd
export DESIGN_NAME = datapath
export DESIGN_NICKNAME = datapath
export VERILOG_FILES = /design/flow/design.v
export SDC_FILE = /design/flow/constraint.sdc
export NUM_CORES = 4
export LEC_CHECK = 1
export CORE_UTILIZATION = 40
==> constraint.sdc <==
current_design datapath

set clk_period 8.0
set clk_io_pct 0.2

create_clock -name clk0 -period $clk_period [get_ports {clk}]

set non_clock_inputs [all_inputs -no_clocks]
set_input_delay [expr $clk_period * $clk_io_pct] -clock clk0 $non_clock_inputs
set_output_delay [expr $clk_period * $clk_io_pct] -clock clk0 [all_outputs]
==> Changelog: implementation <==
### Implementation results

- Period utilization: between 90% and 100%
- CTS root buffer: clkbuf_16
- Die Height: 212.2 µm
- Fmax: around 0.13 GHz
- Most used cell, CP: fa_1
- Fp_density: between 40 and 50%
- PortBufs: ~56
- Fillers: between 4000 and 5000
- Type of the worst setup path: in -> reg
- Main flop type: dfrtp_1
- CTS tree: yes
- P_sw: around 0.7 mW
- Worst slack, placed: -0.7868 ns
- Die area: 0.04503 mm²
- Final WS setup: between 0.2 and 0.3 ns
- Initial DRT Pass Iterations: 6
- # clock sinks: roughly 120
- Flop pwr share: about a third
- Area leader, netlist: dfrtp_1
- RD Place Congestion: slightly above 0.9
- Clk latency of the worst-skew pair: ~0.4 ns
- Iter 0 DRT Violations: ~650
- Flops out of synthesis: about 120
- ANT nets after route: 0
- Cell family with most CP delay: adder cells
- Area grow syn2layout: 16.74%
- Critical Path AT: between 8 and 9 ns
- Final Slew Violations: 0
- GRT Overall Usage: 20.35%
- H-tree depth: 4
- P_int: roughly 1.4 mW
- Leakage: 10.03 nW
- CTS max path bufs: 2
- WHS: a little under 0.5 ns
- R2r setup slk: ~1.0 ns
- Post-DP HPWL: 33380 µm
- Syn. warnings: 3
- YS chip area: between 0.015 and 0.02 mm²
- Hold/Removal Path Class: reg -> reg
- Distinct cells, synth: slightly above 80
- Worst Hold Path EP: cic_u.cic_comb_2[0]
- Cell count listed in synth_stat.txt: between 2000 and 2500
- Async set-reset flop share out of synthesis: 100.0%
- WP data required: 8.31 ns
- Crit-path slowest cell: or4_4
- Worst vdd ir: 130.7 µV
- CP Launch Point: coef0[7]
- Buffers and inverters on the worst path: 3
- Startpoint types: primary input
- WL per Instance: 14.93 µm
- Via density: between 5 and 6
- CP Max Fanout: 4
- Hold-fix buffers at CTS: 0
- Share of power burned in combinational logic: about 31%
- Tightest Pin Transition: 0.8116 ns
- CP cell instances: clkdlybuf4s50_1 > nand2_1 > fa_1 > fa_1 > fa_1 > inv_1 > fa_1 > ha_1 > a21boi_0 > o21ai_1 > a21oi_1 > nand2b_1 > fa_1 > inv_1 > ha_1 > or4_4 > o211ai_1 > and4_1 > o311ai_2 > mux4_2 > nand3b_1 > o311ai_1
- Top-area cell share: approximately 17%
- Power share of the clock group: around 37%
- Clock Skew: 0.01115 ns
- Max Cap Violations: 0
- Post-route total power: 2.044 mW
- Post-synth seq share: about 17%
- Post-Syn Instances: around 2100
- PD cells: ~99 mW/mm²
- Final wirelength: 42620 µm
- OpenROAD warning count: 25
- Number of global-route vias before repair: around 15000
- Clk pin slew, worst setup/hold paths: approximately 0.06 ns
- Reg-to-Reg Start: cic_u.data_out[7]
- I/O pin cnt: 57
- Endpoints failing hold: 0
- Cell Rows: about 76
- Core Region: between 0.04 and 0.05 mm²
- Synth area leaders: dfrtp_1, ha_1, fa_1
- Worst R2R Path Depth: 24
- Status: completed
- Hold path startpoint: cic_u.cic_comb_2[0]
- Comb area: between 0.01 and 0.015 mm²
- Largest net degree at the start of global routing: between 70 and 80
- Setup-failing EPs final: 0
- Grt ovf: 0
- Number of CTS-inserted buffers: 17
- Register Area: between 0.003 and 0.004 mm²
- Ratio of cells with drive above 1 in the final layout: 11.94%
- Syn_area_per_cell: about 8.4 µm²
- # DRC: 0
- Global-route wire length before repair: 71690 µm
- Synthesized area: 0.01768 mm²
- Antenna violations before repair: 2
- EDFF count, synth: 0
- Slew HR: 45.72%
- WHS Path Cells: 2
- Max incr delay on CP: roughly 0.56 ns
- Via Count: between 10000 and 15000
- Reg2reg end: fir_u.data_out[6]
- Worst setup EP type: register
- Sw Ratio: 33.91%
- Final worst path period need: just under 8 ns
- Die width: approximately 210 µm
## cell type report
cell class / instances / share of cell area, %
repair buffers: 208 / 7.980
clock buffers: 19 / 2.146
diodes: 1 / 0.01213
clock inverters: 13 / 0.6488
well taps: 585 / 3.547
inverters: 276 / 5.021
flip-flops and latches: 122 / 14.80
multi-input cells: 1631 / 65.85
## routing by layer
| layer | up-vias | wire, µm | global-route usage (%) |
|---|---|---|---|
| met5 | - | 0 | 0.5562 |
| met4 | 0 | 623 | 2.555 |
| met3 | 27 | 1397 | 3.122 |
| met2 | 218 | 21290 | 35.33 |
| met1 | 7216 | 19300 | 28.02 |
| li1 | 7490 | - | - |
## power by group through the flow
| stage | clock (mW) | combinational (mW) | sequential [mW] |
|---|---|---|---|
| 4_1_cts | 0.780 | 0.630 | 0.657 |
| 5_1_grt | 0.809 | 0.710 | 0.659 |
| 6_report | 0.759 | 0.629 | 0.657 |
## worst max path at each step
stage,depth (start not counted),end,slack [ns]
4_1_cts,28,fir_u.data_out[6],0.01
5_1_grt,31,fir_u.data_out[3],-0.04
6_report,22,fir_u.data_out[6],0.29
## placed cells by master (no fill, tap or decap), types with 6 or more instances in the layout
cell | netlist | routed
or2_2 | 7 | 7
nor3_1 | 40 | 38
a31oi_1 | 16 | 14
and2_1 | 99 | 99
dfrtp_1 | 122 | 122
fa_1 | 132 | 131
a21oi_2 | 0 | 12
nand4_1 | 11 | 11
clkbuf_16 | 0 | 17
buf_4 | 1 | 152
or3_1 | 14 | 14
nor2b_1 | 37 | 37
a211o_1 | 6 | 6
and3_1 | 14 | 13
a22o_1 | 36 | 36
nor2_1 | 105 | 102
clkdlybuf4s50_1 | 0 | 34
o21ai_1 | 3 | 13
ha_4 | 0 | 7
o21bai_1 | 23 | 23
o21a_1 | 11 | 11
a21o_1 | 34 | 34
nand2b_1 | 10 | 9
a21oi_1 | 125 | 113
nand2_1 | 230 | 227
o21ai_0 | 84 | 74
clkbuf_2 | 0 | 13
o211ai_1 | 17 | 17
mux2i_1 | 39 | 39
ha_1 | 227 | 220
nand3b_1 | 6 | 6
xnor2_1 | 85 | 84
a21boi_0 | 10 | 7
a211oi_1 | 25 | 24
nand3_1 | 43 | 43
xor2_1 | 43 | 42
inv_1 | 275 | 272
## repair_timing
item	CTS	global route
endpoints found under the hold margin	0	0
buffers inserted	2	2
endpoints found under the setup margin	8	8
pin swaps	19	41
gates resized	34	75
## through the flow
stage | util [%] | instance area (µm²) | cells | TNS (ns)
floorplan | - | 17680 | 2102 | 0
global placement | 45.67 | 19800 | 2818 | -4.878
detailed placement | 45.67 | 19800 | 2818 | -5.363
CTS | 47.13 | 20440 | 2852 | 0
global route | 47.59 | 20630 | 2855 | -0.1441
finish | 47.59 | 20630 | 2855 | 0
## tightest hold or removal path: stages, from the launching register on
cell,delay [ns]
dfrtp_1,0.34
nand2_1,0.04
o21ai_0,0.06
## cell families after synthesis
group	synth area share, %
buffers and inverters	7.489
adders and majority gates	31.02
and+or+nand+nor	17.55
DFF	17.27
muxes	2.909
xor gates and xnor gates	6.342
AOI/OAI and AO/OA	17.42
## cells in the mapped netlist (5+ instances only)
master and count:
ha_1 227, nor4_1 6, a22o_1 36, mux2i_1 39
nand2_1 230, o221ai_1 5, nand2b_1 10, a41oi_1 6
dfrtp_1 122, o21bai_1 23, o21a_1 11, nand4_1 11
nand3b_1 6, o21ai_0 84, and2_1 99, or2_2 7
or3_1 14, xnor2_1 85, o211ai_1 17, xor2_1 43
a21boi_0 10, nor2_1 105, nor3_1 40, buf_1 5
and3_1 14, a21o_1 34, clkbuf_1 64, nor2b_1 37
inv_1 275, fa_1 132, a211o_1 6, a21oi_1 125
a211oi_1 25, a31oi_1 16, nand3_1 43
Power figures rest on the tool's default switching activity, not on a simulated workload.
